### config.mk
export PLATFORM = sky130hd
export DESIGN_NAME = mux4x2
export DESIGN_NICKNAME = mux4x2
export VERILOG_FILES = /design/flow/design.v
export SDC_FILE = /design/flow/constraint.sdc
export NUM_CORES = 4
export LEC_CHECK = 1
export CORE_AREA = 10 10 95 95
export DIE_AREA = 0 0 105 105
### design.v
`timescale 1ns / 1ps
module mux2x1(
input a,b,sel, 
output out
);
assign out = (sel==1)? a:b;
endmodule
module mux4x2 #(parameter N=32)(
    input [N-1:0] in1,in2,in3,in4,  
    input [1:0] sel,        
    output reg [N-1:0]  out          
);
always @(*) begin
    case(sel)
        2'b00: out = in1;
        2'b01: out = in2;
        2'b10: out = in3;
        2'b11: out = in4;     
    endcase
end
endmodule
module Nbit_2x1mux #(parameter N=8)(
input [N-1:0] a,b,
input sel,
output [N-1:0] out
    );
    assign out = (sel)? b : a;
endmodule
module mux16x1 #(parameter N=32)(
    input [N-1:0] AND,OR,ADD,SUB,  
    input [3:0] sel,        
    output reg [N-1:0]  out          
);
always @(*) begin
    case(sel)
        4'b0000: out = AND;
        4'b0001: out = OR;
        4'b0010: out = ADD;
        4'b0110: out = SUB;     
    endcase
end
endmodule
### run.sh
#!/bin/bash
# OpenROAD 26Q1-2900-gdf79404cd8, Yosys 0.63+post, stock flow scripts
make -C /OpenROAD-flow-scripts/flow DESIGN_CONFIG=/design/flow/config.mk WORK_HOME=/design/flow/orfs finish
### constraint.sdc
current_design mux4x2

set clk_period 1.5
set clk_io_pct 0.2

create_clock -name clk0 -period $clk_period

set non_clock_inputs [all_inputs -no_clocks]
set_input_delay [expr $clk_period * $clk_io_pct] -clock clk0 $non_clock_inputs
set_output_delay [expr $clk_period * $clk_io_pct] -clock clk0 [all_outputs]
==> impl_metrics.toml <==
# yosys + openroad results
[global_routing]
grtUsageMet2 = 0.2144
met1_usage = 0.1401
antenna_found_initial = 1
busiest_layer = "met2"
first_global_vias = 1517
grt.total_usage = 0.1192
overflow = 0
grt_max_degree = 17
grt_pass1_wl_um = 10090
use_met3 = 0.04534

[routing]
drtPass1Iterations = 3
drtIter0Drc = 21
viasPerCell = 3.964
vias = 1205
wl_per_cell_um = 22.63
drtAntennaViolNets = 0
routed_wl_um = 6879
drc_errors = 0

[yosys]
postSynthSeqShare = 0
yosys_cells = 39
yosys_area_sq_um = 814.5
synth_area_sq_um = 814.5
top_cell_area_share = 0.8295
largest_area_cell = "mux4_2"
syn_inst = 39
syn_area_per_cell_sq_um = 20.89
ys_warn_count = 1
synthDistinctLibCells = 5
area_leaders = "mux4_2, buf_12, mux4_1"

[finish]
numSequentialCells = 0
drive_gt1_frac = 0.3816
area_growth_pct = 192.9
clock_buffers = 0
seqCellArea_sq_um = 0
final_core_util = 0.3455

[final_timing]
final-setup-viol-count = 19
hold_viol = 0
post-route-period-util = 1.040
slew_headroom = 0.8948
period_needed_ns = 1.559
rsz0062_at_grt = "true"
clock.fmax_ghz = 0.6412
maxSlewViolCount = 0
max_slew.worst_pin.slew_ns = 0.1589
worst_slack_ns = -0.05950
tns_ns = -0.7661

[worst_setup_path]
crit_path_end_kind = "output pin"
crit_top_cell = "buf_12"
crit_family = "multiplexers"
max_stage_delay_ns = 0.49
crit_buf_inv = 4
critical_path_required_ns = 1.20
cp_data_arrival_time_ns = 1.26
worstSetupStartpointType = "primary input"
crit_path_cell_trace = "buf_12, buf_12, clkbuf_16, mux4_2, buf_2"
worst-path-max-fanout = 5
critPathKind = "in -> out"
crit_slowest_cell = "mux4_2"

[flow_run]
max_cap_viol_count = 0
tool_warnings = 34

[clock_tree]
ctsHoldBuffers = 0

[floorplanning]
die_x_um = 105
dieArea_sq_mm = 0.01103
initCoreUtil = 0.1179
ios = 162
rows = 30
die_h_um = 105
core_sq_mm = 0.006907

[placed_design]
place.gp.congestion = 0.8391
dp_hpwl_um = 6155
port_buffers = 162

[status]
violations = "negative setup slack"
status = "finished, violations left"

[power_and_ir_drop]
power_density_mw_per_mm2 = 246.1
p_leak_uw = 0.001131
peakVddDrop_v = 0.0001282

[min_path]
hp-class = "in -> out"
-- cell usage in the layout (no fill, tap or decap) --
master         count
buf_6              5
dlygate4sd2_1    128
buf_16             2
buf_12             5
mux4_2            32
diode_2            1
buf_4              2
buf_8              1
buf_2             31
clkbuf_16          1
-- per-stage QoR --
| step | power [uW] | cells | hold WS [ns] | area [sq um] | worst slack, ns |
|---|---|---|---|---|---|
| 6_report | 587.1 | 304 | 1.084 | 2386 | -0.05950 |
| 5_1_grt | 636.0 | 304 | 1.094 | 2386 | -0.09794 |
| 4_1_cts | 589.7 | 301 | 1.089 | 2338 | -0.08485 |
| 3_5_place_dp | 744.5 | 293 | 1.554 | 2525 | -0.6432 |
| 3_3_place_gp | 742.1 | 293 | 1.543 | 2525 | -0.6447 |
| 2_1_floorplan | 188.5 | 39 | 0.6864 | 814.5 | 0.1827 |
-- cell families after synthesis --
kind of cell	Yosys count	share of synthesized area
buffers and inverters	7	0.1060
multiplexers	32	0.8940
-- layer usage --
layer | part of all wire | vias to the layer above
met1 | 0.39 | 569
met4 | 0 | 0
met5 | 0 | -
li1 | - | 544
met3 | 0.096 | 0
met2 | 0.52 | 92
-- worst min-delay path: stages --
cell and delay (ns):
dlygate4sd2_1 0.18, mux4_2 0.21, buf_2 0.09
-- synth_stat cells --
cell    number
mux4_2      30
mux4_1       2
buf_12       3
buf_2        3
buf_6        1
-- worst paths after layout --
kind	from	endpoint	slack [ns]	depth (start not counted)
hold / removal	in1[24]	out[24]	1.08	3
setup / recovery	sel[0]	out[7]	-0.06	5
-- timing repair --
action                                  in CTS  in global routing
resized                                    251                  0
setup buffers                                6                  1
endpoints found under the setup margin      32                 26
cloned                                       2                  1
-- power breakdown --
group	switching, uW	total, uW	internal (uW)
Combinational	163	587	424
Sequential	0	0	0
Clock	0	0.0000891	0.0000891
Total	163	587	424
-- layout make-up --
cell class | instances | area (sq um)
multi-input combinational | 32 | 720.7
fill | 751 | 4521
tap | 96 | 120.1
antenna | 1 | 2.502
timing repair buffer | 175 | 1543
Power and IR drop assume default switching activity.
