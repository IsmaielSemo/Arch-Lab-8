==> /design/flow/constraint.sdc <==
current_design InstMem

set clk_period 1.5
set clk_io_pct 0.2

create_clock -name clk0 -period $clk_period

set non_clock_inputs [all_inputs -no_clocks]
set_input_delay [expr $clk_period * $clk_io_pct] -clock clk0 $non_clock_inputs
set_output_delay [expr $clk_period * $clk_io_pct] -clock clk0 [all_outputs]
==> /design/flow/run.sh <==
#!/bin/bash
# OpenROAD 26Q1-2900-gdf79404cd8, Yosys 0.63+post, stock flow scripts
make -C /OpenROAD-flow-scripts/flow DESIGN_CONFIG=/design/flow/config.mk WORK_HOME=/design/flow/orfs finish
==> /design/flow/config.mk <==
export PLATFORM = sky130hd
export DESIGN_NAME = InstMem
export DESIGN_NICKNAME = InstMem
export VERILOG_FILES = /design/flow/design.v
export SDC_FILE = /design/flow/constraint.sdc
export NUM_CORES = 4
export LEC_CHECK = 1
export CORE_AREA = 10 10 70 70
export DIE_AREA = 0 0 80 80
==> /design/flow/design.v <==
`timescale 1ns / 1ps
module InstMem (input [5:0] offset, output [31:0] data_out);
   reg [31:0] mem [0:63];
   assign data_out = mem[offset];
   initial begin
      mem[0]=32'b0000000_00000_00000_000_00000_0110011 ;  
      mem[1]=32'b00000000000000000010000010000011 ;  
      mem[2]=32'b00000000010000000010000100000011 ;  
      mem[3]=32'b00000000100000000010000110000011 ;  
      mem[4]=32'b00000000001000001110001000110011 ;  
      mem[5] = 32'b00000000001100100000011001100011;  
      mem[6]=32'b00000000001000001000000110110011 ;  
      mem[7]=32'b00000000001000011000001010110011 ;  
      mem[8]=32'b00000000010100000010011000100011;  
      mem[9]=32'b00000000110000000010001100000011 ;  
      mem[10]=32'b00000000000100110111001110110011 ;  
      mem[11]=32'b01000000001000001000010000110011 ;  
      mem[12]=32'b00000000000100000000010010110011 ;  
    end
endmodule
==> notes.md <==
- **run status** finished clean
- **Worst Hold Slack** 1.008 ns
- **Comb pwr share** 100.0%
- **min Tclk post-route** 1.456 ns
- **cell-internal power** 0.1150 mW
- **number of logged tool warnings** 40
- **count of routing violations after the opening detailed-route iteration** 3
- **combined area of all synthesized cells** 456.7 sq um
- **number of nets still failing antenna checks after routing** 0
- **post-detailed-route DRC marker count** 0
- **Critical Path RT** 1.20 ns
- **total cell area reported by yosys after synthesis** 456.7 sq um
- **part of the power in registers** 0%
- **detailed placement HPWL** 1303 um
- **Yosys top cell area share** 24.66%
- **overall die area** 6400 sq um
- **FP Rows** 21
- **overall fraction of global-route tracks in use** 4.479%
- **average cell area after synthesis** 7.249 sq um
- **worst setup margin** 0.04395 ns
- **post-placement setup slack** -0.8147 ns
- **Via-to-Cell Ratio** 3.469
- **Placed Instances** 140
- **hold crit path type** input pin to output pin
- **via count of the routed design** 503
- **placer's final routability congestion estimate** 0.7655
- **critical path type** input pin to output pin
- **slowest cell on the critical path** sky130_fd_sc_hd__and3b_2
- **vias in the first global route** 528
- **switching part of the total power** 40.71%
- **leakage power** 0.4674 nW
- **drt first pass iters** 4
- **number of cells in Yosys stat** 63
- **layout-stage area growth over the synthesis result** 88.49%
- **number of diodes added for antenna fixing** 0
- **final std cells w/o fill** 145
- **relative contribution of the clock network to total power** 0%
- **switching power summed over all nets** 0.07897 mW
- **PwrDens** 225.4 nW/um^2
- **warnings from Yosys** 1
- **number of clock buffers in the layout** 0
- **number of antenna violations at the first check in global routing** 0
- **wire length of the first global-routing pass** 2408 um
- **total of max-cap violations** 0
- **Final Slew Violations** 0
- **Buffers on Ports** 22
- **kind of launch point of the worst setup path** input pin
- **final cycle utilization of the critical path** 97.07%
- **horizontal die dimension** 80 um
- **unrepaired setup endpoints after global routing** no
- **core region area** 3416 sq um
- **largest stage delay on the critical path** 0.21 ns
- **Final Hold Fails** 0
- **pin count of the biggest net entering global routing** 8
- **core utilization at floorplan** 13.37%
- **worst supply voltage drop on vdd** 0.1347 mV
- **total negative slack for setup checks** 0 ns
- **register area share after synthesis** 0%
- **count of boundary I/O pins** 38
- **cell area after placement** 753.2 sq um
- **sort of element at the end of the critical path** output pin
- **cell count after synthesis** 63
- **count of sequential standard cells** 0
- **setup violators final** 0
- **proportion of layout cells with a drive suffix above 1** 45.45%
- **largest area contributor in the synthesized netlist** sky130_fd_sc_hd__buf_4
- **final wirelength** 1569 um
- **final cell area excluding filler cells** 860.8 sq um
- **flip-flop and latch area** 0 sq um
- **total global routing overflow** 0
- **top achievable clock speed** 0.6868 GHz
- **Die Y** 80 um
- **average routed wire per standard cell** 10.82 um
- **critical path cell sequence** buf_12, inv_6, ha_4, and3b_2, buf_6, a21o_1, buf_2
- **largest cells by area after synthesis** sky130_fd_sc_hd__buf_4 25%, sky130_fd_sc_hd__ha_1 16%, sky130_fd_sc_hd__mux2i_1 8.8%
- **data arrival time at the worst-slack endpoint** 1.16 ns
- **count of cell types in the netlist** 22
- **Critical Path Fanout Max** 4
repair_timing:
item | in CTS | in global routing
gates cloned | 1 | 0
hold buffers | 0 | 0
resized | 86 | 7
buffers inserted | 5 | 0
endpoints found under the hold margin | 0 | 0
endpoints found under the setup margin | 18 | 10
pin swaps | 9 | 3
metal layers:
layer / vias up / global-route usage (%) / part of all wire, %
met4: 0 / 0 / 0
li1: 255 / - / -
met1: 231 / 5.735 / 46
met5: - / 0 / 0
met2: 17 / 7.785 / 49
met3: 0 / 1.136 / 5.4
worst max-delay path: cells and delay by family:
| family | cells | cell delay [ns] |
|---|---|---|
| buffers and inverters | 4 | 0.35 |
| AND-OR/OR-AND | 1 | 0.14 |
| AND/OR/NAND/NOR | 1 | 0.21 |
| adder cells (fa/ha/maj) | 1 | 0.15 |
cells in the final DEF (no fill, tap or decap), drive strengths merged:
| master | synthesis | layout |
|---|---|---|
| buf | 16 | 29 |
| o21ai | 3 | 3 |
| nor2 | 5 | 5 |
| a211oi | 1 | 1 |
| nand3b | 1 | 1 |
| dlygate4sd2 | 0 | 6 |
| and2b | 2 | 2 |
| nor2b | 1 | 1 |
| o22ai | 2 | 2 |
| o32ai | 1 | 1 |
| and3b | 1 | 1 |
| conb | 2 | 14 |
| nand2b | 2 | 2 |
| o31ai | 1 | 1 |
| mux2i | 4 | 4 |
| a21o | 3 | 3 |
| nand2 | 1 | 1 |
| inv | 5 | 5 |
| ha | 6 | 6 |
| clkbuf | 0 | 2 |
| a21oi | 3 | 3 |
| clkdlybuf4s15 | 0 | 3 |
| and2 | 3 | 3 |
kinds of logic after synthesis:
group,share of synthesized area (%)
muxes,8.767
buffers and inverters,31.23
other,1.644
AOI/OAI and AO/OA,21.10
adders and majority gates,16.44
and+or+nand+nor,20.82
power groups by stage:
stage	registers (mW)	clock network [mW]	logic, mW
CTS	0	0	0.197
global route	0	0	0.217
finish	0	0	0.194
path summary, 6_finish.rpt:
path | from | to | slack, ns | cells past startpoint
worst max-delay path | offset[0] | data_out[16] | 0.04 | 7
worst min-delay path | offset[2] | data_out[4] | 1.01 | 4
area by class of cell:
cell class | count | area [sq um]
fillers | 377 | 2555
inverters | 5 | 31.28
multi-input cells | 54 | 432.9
well taps | 46 | 57.56
repair buffers | 40 | 339.1
Yosys cell counts:
master	instances
sky130_fd_sc_hd__buf_4	15
sky130_fd_sc_hd__ha_1	6
sky130_fd_sc_hd__inv_1	5
sky130_fd_sc_hd__nor2_1	5
sky130_fd_sc_hd__mux2i_1	4
sky130_fd_sc_hd__a21o_1	3
sky130_fd_sc_hd__a21oi_1	3
sky130_fd_sc_hd__and2_1	3
sky130_fd_sc_hd__o21ai_0	3
sky130_fd_sc_hd__conb_1	2
sky130_fd_sc_hd__nand2b_1	2
sky130_fd_sc_hd__o22ai_1	2
sky130_fd_sc_hd__a211oi_1	1
sky130_fd_sc_hd__and2b_1	1
sky130_fd_sc_hd__and2b_4	1
sky130_fd_sc_hd__and3b_2	1
sky130_fd_sc_hd__buf_6	1
sky130_fd_sc_hd__nand2_1	1
sky130_fd_sc_hd__nand3b_1	1
sky130_fd_sc_hd__nor2b_1	1
sky130_fd_sc_hd__o31ai_1	1
sky130_fd_sc_hd__o32ai_2	1
through the flow:
| step | total power, mW | util (%) |
|---|---|---|
| global placement | 0.1803 | 22.05 |
| global route | 0.2168 | 25.20 |
| detailed placement | 0.1797 | 22.05 |
| finish | 0.1940 | 25.20 |
| floorplan | 0.08668 | - |
| CTS | 0.1970 | 25.31 |
No activity file was given, so power comes from the tool's default toggle rates.
